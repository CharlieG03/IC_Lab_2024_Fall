<file path="design/flow/config.mk">
export PLATFORM = sky130hd
export DESIGN_NAME = BB
export DESIGN_NICKNAME = BB
export VERILOG_FILES = /design/flow/design.v
export SDC_FILE = /design/flow/constraint.sdc
export NUM_CORES = 4
export LEC_CHECK = 1
export CORE_AREA = 10 10 96 96
export DIE_AREA = 0 0 106 106
</file>
<file path="design/flow/constraint.sdc">
current_design BB

set clk_period 2.8
set clk_io_pct 0.2

create_clock -name clk0 -period $clk_period [get_ports {clk}]

set non_clock_inputs [all_inputs -no_clocks]
set_input_delay [expr $clk_period * $clk_io_pct] -clock clk0 $non_clock_inputs
set_output_delay [expr $clk_period * $clk_io_pct] -clock clk0 [all_outputs]
</file>
<file path="design/flow/design.v">
module BB(
    input clk,
    input rst_n,
    input in_valid,
    input [1:0] inning,    
    input half,            
    input [2:0] action,    
    output reg out_valid,   
    output reg [7:0] score_A,   
    output reg [7:0] score_B,   
    output reg [1:0] result     
);
reg [1:0] out_reg, out_nxt;
reg [2:0] base_reg, base_nxt;
reg [1:0] player_on_base;
reg [3:0] score_A_reg, score_B_reg;
reg [2:0] score_tmp;
reg early_win;
reg out_valid_nxt;
always @(posedge clk) begin
    if (in_valid) begin
        if((inning > 2) & (~half)) begin
            if((score_A_reg < score_B_reg)) begin
                early_win <=  1;
            end else begin
                early_win <= 0;
            end
        end
    end else begin
        early_win <= 0;
    end
end
always @(posedge clk) begin
    if (in_valid) begin
        if(half) begin
            score_B_reg <= score_B_reg + score_tmp;
        end else begin
            score_A_reg <= score_A_reg + score_tmp;
        end
    end else begin
        if (out_reg[0]) begin
            score_B_reg <= score_B_reg;
            score_A_reg <= score_A_reg;
        end else begin
            score_A_reg <= 0;
            score_B_reg <= 0;
        end
    end
end
always @(posedge clk) begin
    out_reg <= (in_valid) ? (out_reg > 2) ? out_nxt : (out_reg[1] & out_nxt[1]) ? 3 : out_reg + out_nxt : 0;
end
always @(posedge clk) begin
    base_reg <= (in_valid) ? base_nxt : 0;
end
always @(*) begin
    case(base_reg)
    0: player_on_base = 0;
    1, 2, 4: player_on_base = 1;
    3, 5, 6: player_on_base = 2;
    7: player_on_base = 3;
    endcase
end
always @(*) begin
    score_tmp = 0;
    base_nxt = 0;
    out_nxt = 0;
    if(action == 0) begin
        score_tmp = (player_on_base > 2);
        case(base_reg)
        0:  base_nxt = 3'b001; 1, 2: base_nxt = 3'b011; 4: base_nxt = 3'b101; 3, 5, 6, 7: base_nxt = 3'b111;
        endcase
    end else if(action == 1) begin
        if(out_reg > 1) begin
            base_nxt = (base_reg * 4) + 1;
            score_tmp = (base_reg[2] + base_reg[1]);
        end else begin
            base_nxt = (base_reg * 2) + 1;
            score_tmp = base_reg[2]; 
        end
    end else if(action == 2) begin
        if(out_reg > 1) begin
            base_nxt = 3'b010;
            score_tmp = player_on_base;
        end else begin
            base_nxt[2] = base_reg[0];
            base_nxt[1] = 1;
            score_tmp = (base_reg[2] + base_reg[1]); 
        end
    end else if(action == 3) begin
        base_nxt = 3'b100;
        score_tmp = player_on_base;
    end else if(action == 4) begin
        score_tmp = player_on_base + 1;
    end else if(action == 5) begin
        out_nxt = 1;
        base_nxt = (base_reg * 2);
    end else if(action == 6) begin
        out_nxt = base_reg[0] ? 2 : 1;
        base_nxt[2] = base_reg[1];
    end else begin
        out_nxt = 1;
        base_nxt[1:0] = base_reg[1:0];
    end
    if(action > 4) begin
        score_tmp = base_reg[2];
        if((out_reg + out_nxt > 2)) begin
            score_tmp = 0;
            base_nxt = 0;
        end
    end
    if(early_win & half) begin
        score_tmp = 0;
    end
end
assign out_valid_nxt = (~in_valid & out_reg > 2) ? 1 : 0;
assign score_A = (out_valid) ? score_A_reg : 0;
assign score_B = (out_valid) ? score_B_reg : 0;
assign result = {((score_A == score_B) & out_valid),(score_A < score_B)};
always @(posedge clk or negedge rst_n) begin
    if (~rst_n) begin
        out_valid <= 1'b0;
    end else begin
        out_valid <= out_valid_nxt;
    end
end
endmodule
</file>
<file path="design/flow/run.sh">
#!/bin/bash
# OpenROAD 26Q1-2900-gdf79404cd8, Yosys 0.63+post, stock flow scripts
make -C /OpenROAD-flow-scripts/flow DESIGN_CONFIG=/design/flow/config.mk WORK_HOME=/design/flow/orfs finish
</file>
==> impl_metrics.tcl <==
# metrics dict for downstream scripts
set metrics [dict create \
    outcome "complete, but fails checks" \
    violations "setup timing" \
    leakagePower_nw 0.931 \
    routed_wirelength_um 3190 \
    hold_violations 0 \
    antenna_found_initial 0 \
    via_per_inst 4.09 \
    dp_hpwl_um 2670 \
    numPortBuffers 19 \
    diodes 0 \
    worst_pin_slew_ps 568 \
    relSlewSlack_pct 61.7 \
    drt_iter0_markers 67 \
    peakVddDrop_v 0.000272 \
    fp_util_pct 21.2 \
    switching_power_uw 250 \
    rsz0062_at_grt "true" \
    synth_async_sr_flop_share_pct 5.26 \
    die_h_um 106 \
    reg2reg_depth 13 \
    yosys-stat-cells 170 \
    drv_slew 0 \
    area_growth_pct 35.0 \
    cts_tree "yes" \
    syn_inst 170 \
    edf_count 8 \
    grt_first_pass_wirelength_um 5540 \
    grt_pass1_vias 1215 \
    grt.overflow.total 0 \
    worstPathArrival_ps 2850 \
    p_int_uw 569 \
    period_needed_ps 2830 \
    dr.pass1.iters 4 \
    core_region_area_um2 7210 \
    fmax_ghz 0.353 \
    cts_buffer_depth 2 \
    top_cell_area_share_pct 15.7 \
    htree_levels 1 \
    fin_skew_ps 4.52 \
    clkPwrFrac_pct 23.6 \
    pwr_density_cell_nw_per_um2 396 \
    drive_gt1_share_pct 24.3 \
    root_buffer "clkbuf_8" \
    drtAntennaViolNets 0 \
    cts_buffers 3 \
    r2r_start "base_reg[0]$_SDFF_PN0_" \
    setup.worst_path.end_class "flip-flop" \
    tool_warnings 30 \
    worst_skew_pair.late_latency_ps 260 \
    synth_top_flop_cell "dfxtp_1" \
    reg2reg_to "score_B_reg[1]$_SDFFCE_PN0P_" \
    start_kind "input port" \
    cts.clk_slew.worst_paths_ps 80 \
    die-width_um 106 \
    tns_ps -71.5 \
    syn_avg_cell_area_um2 8.99 \
    synth_area_um2 1530 \
    setup-violations-final 3 \
    pwr-share-comb_pct 31.4 \
    yosysChipArea_um2 1530 \
    cap_violations 0 \
    vias 1246 \
    grt_use_total_pct 5.72 \
    required_ps 2820 \
    grt_max_degree 14 \
    fin_crit_sh_pct 101 \
    area_leaders "edfxtp_1, ha_1, dfxtp_1" \
    place_congestion 0.816 \
    clock-sinks 19 \
    total_power_uw 818 \
    drc 0 \
    crit_type "input port to flip-flop" \
    synth_flops 19 \
    io_pins 28 \
    n_fill_cell 775 \
    rows 31 \
    hp-class "input port to async pin" \
    seqPwrFrac_pct 45.0 \
    r2r_slack_ps -20 \
    path_max_fanout 2 \
    chipArea_um2 11200 \
    post_drt_wl_per_cell_um 10.5 \
    setup_ws_ps -32.8 \
    largest_area_cell "edfxtp_1" \
    yosysUniqueCellTypes 45 \
    yosys.stat.seqShare_pct 30.4 \
    ys_warn_count 5 \
    sw_frac_of_total_pct 30.5 \
]
==> cell type report <==
class	count	area (µm²)	share of cell area [%]
clock buffer	3	41.3	2.00
clock inverter	1	5.00	0.242
inverter	17	63.8	3.09
multi-input combinational	128	1020	49.6
sequential	19	467	22.6
tap	99	124	6.00
timing repair buffer	38	340	16.5
==> cell families after synthesis <==
logic type | after synthesis | share of synthesized area [%]
AND-OR/OR-AND | 34 | 14.8
XOR/XNOR | 5 | 2.86
adder cells (fa/ha/maj) | 22 | 19.5
buffers and inverters | 30 | 10.1
flip-flops | 19 | 30.4
multiplexers | 5 | 3.68
other | 1 | 0.245
AND/OR/NAND/NOR | 54 | 18.3
==> metrics by stage <==
step | cell area (µm²) | setup slack, ps | hold slack [ps] | cells | util (%)
detailed placement | 1950 | -915 | 516 | 300 | 27.0
CTS | 2050 | -37.1 | 436 | 304 | 28.4
global placement | 1950 | -818 | 510 | 300 | 27.0
floorplan | 1620 | -296 | 264 | 177 | -
global route | 2060 | -163 | 430 | 305 | 28.6
finish | 2060 | -32.8 | 438 | 305 | 28.6
==> per-layer routing <==
metal / share of wire [%] / GRT usage, % / routed length, µm
met5: 0 / 0 / 0
met2: 46 / 9.63 / 1470
met4: 0.72 / 0.484 / 23
met3: 6.1 / 1.59 / 194
met1: 47 / 7.45 / 1500
==> critical path, cell delays in order <==
cell and delay, ps:
buf_8 100, buf_6 100, or2_4 230, fa_1 520
nand2b_4 130, a21oi_4 50, a221oi_2 180, o221a_2 280
ha_4 150, fa_1 400, and2_1 140
==> worst max path at each step <==
stage,cells past startpoint,end,from
CTS,11,score_B_reg[1]$_SDFFCE_PN0P_,action[0]
global route,13,score_B_reg[1]$_SDFFCE_PN0P_,base_reg[0]$_SDFF_PN0_
finish,11,score_B_reg[1]$_SDFFCE_PN0P_,action[0]
==> synth_stat cells (2+ instances only) <==
master	count
o21ai_0	5
edfxtp_1	8
inv_2	2
buf_4	9
a21oi_1	13
nor2b_1	4
mux2i_1	3
inv_1	15
nand2b_1	4
or2_2	2
a221oi_1	2
nand3b_1	2
clkbuf_1	2
nand3_1	5
a21o_1	3
and2_1	8
xnor2_1	3
xor2_1	2
dfxtp_1	10
nor2_1	15
nand2_1	8
nor3_1	2
ha_1	19
fa_1	3
==> power groups by stage <==
stage	sequential, mW	combinational, mW	clock, mW
5_1_grt	0.375	0.296	0.214
4_1_cts	0.369	0.256	0.200
6_report	0.368	0.257	0.193
==> placed cells by master (no fill, tap or decap), types with 3 or more instances in the layout <==
cell,count
nand2_1,8
a21o_1,3
edfxtp_1,8
conb_1,8
inv_2,3
clkbuf_8,3
mux2i_1,3
nor2_1,14
nand3_1,4
nor2b_1,4
inv_1,14
xnor2_1,3
and2_1,8
clkdlybuf4s50_1,16
a21oi_1,9
dfxtp_1,9
o21ai_0,5
ha_1,16
nand2b_1,3
buf_4,19
==> timing repair <==
item                       in CTS  in global routing
pin swaps                       7                  5
resized                        28                  2
buffers inserted                0                  1
hold buffers                    0                  0
setup endpoints to repair      11                  7
No activity file was given, so power comes from the tool's default toggle rates.
