===== ./constraint.sdc =====
current_design Ramen

set clk_period 13.2
set clk_io_pct 0.2

create_clock -name clk0 -period $clk_period [get_ports {clk}]

set non_clock_inputs [all_inputs -no_clocks]
set_input_delay [expr $clk_period * $clk_io_pct] -clock clk0 $non_clock_inputs
set_output_delay [expr $clk_period * $clk_io_pct] -clock clk0 [all_outputs]

===== ./run.sh =====
#!/bin/bash
# OpenROAD 26Q1-2900-gdf79404cd8, Yosys 0.63+post, stock flow scripts
make -C /OpenROAD-flow-scripts/flow DESIGN_CONFIG=/design/flow/config.mk WORK_HOME=/design/flow/orfs finish

===== ./config.mk =====
export PLATFORM = sky130hd
export DESIGN_NAME = Ramen
export DESIGN_NICKNAME = Ramen
export VERILOG_FILES = /design/flow/design.v
export SDC_FILE = /design/flow/constraint.sdc
export NUM_CORES = 4
export LEC_CHECK = 1
export CORE_UTILIZATION = 50

===== ./design.v =====
module Ramen(
    input clk, 
    input rst_n, 
    input in_valid,
    input selling,
    input portion, 
    input [1:0] ramen_type,
    output reg out_valid_order,
    output reg success,
    output reg out_valid_tot,
    output reg [27:0] sold_num,
    output reg [14:0] total_gain
);
parameter TONKOTSU = 0;
parameter TONKOTSU_SOY = 1;
parameter MISO = 2;
parameter MISO_SOY = 3;
parameter NOODLE_INIT = 12000;
parameter BROTH_INIT = 41000;
parameter TONKOTSU_SOUP_INIT =  9000;
parameter MISO_INIT = 1000;
parameter SOY_SAUSE_INIT = 1500;
reg selling_reg;
reg in_valid_reg0, in_valid_reg1;
reg portion_reg;
reg [1:0] type_reg;
reg [13:0] noodle_stack, ns_nxt;
reg [15:0] broth_stack, bs_nxt;
reg [13:0] tonkotsu_stack, ts_nxt;
reg [9:0] miso_stack, ms_nxt;
reg [10:0] soy_stack, ss_nxt;
reg [7:0] noodle_need;
reg [9:0] broth_need;
reg [7:0] tonkotsu_need;
reg [5:0] miso_need;
reg [5:0] soy_need;
reg success_nxt;
reg [6:0] t_sn, ts_sn, m_sn, ms_sn;
reg [14:0] gain_nxt;
always @(posedge clk or negedge rst_n) begin
    if(~rst_n) begin
        noodle_stack <= 'd12000;
        broth_stack <= 'd41000;
        tonkotsu_stack <= 'd9000;
        miso_stack <= 'd1000;
        soy_stack <= 'd1500;
    end else begin
        if(out_valid_tot) begin
            noodle_stack <= 'd12000;
            broth_stack <= 'd41000;
            tonkotsu_stack <= 'd9000;
            miso_stack <= 'd1000;
            soy_stack <= 'd1500;
        end else begin
            noodle_stack <= in_valid_reg1 ? ns_nxt : noodle_stack;
            broth_stack <= in_valid_reg1 ? bs_nxt : broth_stack;
            tonkotsu_stack <= in_valid_reg1 ? ts_nxt : tonkotsu_stack;
            miso_stack <= in_valid_reg1 ? ms_nxt: miso_stack;
            soy_stack <= in_valid_reg1 ? ss_nxt : soy_stack;
        end
    end
end
always @(posedge clk or negedge rst_n) begin
    if(~rst_n) begin
        selling_reg <= 0;
    end else begin
        selling_reg <= selling;
    end
end
always @(posedge clk or negedge rst_n) begin
    if(~rst_n) begin
        in_valid_reg0 <= 0;
        in_valid_reg1 <= 0;
    end else begin
        in_valid_reg0 <= in_valid_reg0 == 0 ? in_valid : 0;
        in_valid_reg1 <= in_valid_reg1 == 0 ? in_valid_reg0 : 0;
    end
end
always @(posedge clk or negedge rst_n) begin
    if(~rst_n) begin
        sold_num <= 0;
        total_gain <= 0;
    end else begin
        sold_num <= {t_sn, ts_sn, m_sn, ms_sn};
        total_gain <= gain_nxt;
    end
end
always @(posedge clk or negedge rst_n) begin
    if(~rst_n) begin
        portion_reg <= 0;
        type_reg <= 0;
    end else begin
        if(in_valid_reg0) begin
            portion_reg <= portion;
        end
        if(in_valid & ~in_valid_reg0) begin
            type_reg <= ramen_type;
        end
    end
end
always @(posedge clk or negedge rst_n) begin
    if(~rst_n) begin
        out_valid_order <= 0;
        success <= 0;
    end else begin
        out_valid_order <= (in_valid_reg1);
        success <= (in_valid_reg1) ? success_nxt : 0;
    end
end
always @(posedge clk or negedge rst_n) begin
    if(~rst_n) begin
        out_valid_tot <= 0;
    end else begin
        out_valid_tot <= (!selling & out_valid_order);
    end
end
always @(*) begin
    success_nxt = 1;
    if(noodle_stack < noodle_need) begin
        success_nxt = 0;
    end
    if(broth_stack < broth_need) begin
        success_nxt = 0;
    end
    if(tonkotsu_stack < tonkotsu_need) begin
        success_nxt = 0;
    end
    if(miso_stack < miso_need) begin
        success_nxt = 0;
    end
    if(soy_stack < soy_need) begin
        success_nxt = 0;
    end
    if(noodle_stack >= noodle_need) begin
        if(success_nxt) begin
            ns_nxt = noodle_stack - noodle_need;
        end else begin
            ns_nxt = noodle_stack;
        end
    end else begin
        ns_nxt = noodle_stack;
    end
    if(broth_stack >= broth_need) begin
        if(success_nxt) begin
            bs_nxt = broth_stack - broth_need;
        end else begin
            bs_nxt = broth_stack;
        end
    end else begin
        bs_nxt = broth_stack;
    end
    if(tonkotsu_stack >= tonkotsu_need) begin
        if(success_nxt) begin
            ts_nxt = tonkotsu_stack - tonkotsu_need;
        end else begin
            ts_nxt = tonkotsu_stack;
        end
    end else begin
        ts_nxt = tonkotsu_stack;
    end
    if(miso_stack >= miso_need ) begin
        if(success_nxt) begin
            ms_nxt = miso_stack - miso_need;
        end else begin
            ms_nxt = miso_stack;
        end
    end else begin
        ms_nxt = miso_stack;
    end
    if(soy_stack >= soy_need) begin
        if(success_nxt) begin
            ss_nxt = soy_stack - soy_need;
        end else begin
            ss_nxt = soy_stack;
        end
    end else begin
        ss_nxt = soy_stack;
    end
end
always @(*) begin
    noodle_need = portion_reg ? 150 : 100;
    broth_need = 0;
    tonkotsu_need = 0;
    miso_need = 0;
    soy_need = 0;
    case(type_reg)
    TONKOTSU: begin
        broth_need = portion_reg ? 500 : 300;
        tonkotsu_need = portion_reg ? 200 : 150;
    end
    TONKOTSU_SOY: begin
        broth_need = portion_reg ? 500 : 300;
        tonkotsu_need = portion_reg ? 150 : 100;
        soy_need = portion_reg ? 50 : 30;
    end
    MISO: begin
        broth_need = portion_reg ? 650 : 400;
        miso_need = portion_reg ? 50 : 30;
    end
    MISO_SOY: begin
        broth_need = portion_reg ? 500 : 300;
        tonkotsu_need = portion_reg ? 100 : 70;
        miso_need = portion_reg ? 25 : 15;
        soy_need = portion_reg ? 25 : 15;
    end
    endcase
end
always @(*) begin
    t_sn = sold_num[27:21]; ts_sn = sold_num[20:14]; m_sn = sold_num[13:7]; ms_sn = sold_num[6:0]; 
    gain_nxt = total_gain;
    if(in_valid_reg1) begin
        case(type_reg)
        TONKOTSU: begin
            if(success_nxt) begin
                t_sn = t_sn + 1;
                gain_nxt = gain_nxt + 200;
            end
        end
        TONKOTSU_SOY: begin
            if(success_nxt) begin
                ts_sn = ts_sn + 1;
                gain_nxt = gain_nxt + 250;
            end
        end
        MISO: begin
            if(success_nxt) begin
                m_sn = m_sn + 1;
                gain_nxt = gain_nxt + 200;
            end
        end
        MISO_SOY: begin
            if(success_nxt) begin
                ms_sn = ms_sn + 1;
                gain_nxt = gain_nxt + 250;
            end
        end
        endcase
    end else if(out_valid_tot) begin
        t_sn = 0; ts_sn = 0; m_sn = 0; ms_sn = 0;
        gain_nxt = 0;
    end
end
endmodule

==> run_results.csv <==
group,metric,value,unit
synth,ys_cells,783,
clock_tree,root_buffer,"clkbuf_16",
global_routing,grt_use_total,24.07,%
synth,ys.warnings.count,1,
global_routing,grt_use_met2,37.18,%
clock_tree,clk_pin_slew,0.08,ns
timing,max-slew-margin-rel,48.55,%
worst_setup_path,arrival,4.77,ns
global_routing,grt_max_degree,68,
final_layout,final_area,7963,sq um
final_layout,reg_top3,"sold_num: 28 flops, broth_stack: 15 flops, total_gain: 14 flops",
timing,maxSlewViolCount,0,
clock_tree,hold_buffers,0,
global_routing,grt_pass1_wl,26.90,mm
worst_setup_path,cp_max_fo,67,
route,vias,5718,
synth,synth-xor-area-share,4.828,%
clock_tree,post_cts_resized,0,
synth,ys_ff,112,
timing,hold_ws,0.4931,ns
final_layout,drive_gt1_share,8.669,%
floorplanning,core_area,13830,sq um
global_routing,met1_usage,37.50,%
synth,top_area_share,29.35,%
floorplanning,dieArea,14630,sq um
global_routing,antenna_found_initial,0,
min_path,hold_class,"reg2reg",
power,pwr_density_cell,187.1,nW/um^2
synth,logic_family,"simple AND/OR/NAND/NOR gates",
timing,hold_violations,0,
floorplanning,num_rows,43,
synth,synth_area_per_cell,9.036,sq um
worst_setup_path,crit_chain,"inv_1 -> nand2_1 -> nand2_1 -> ha_1 -> or4_4 -> nor3_2 -> nand2_1 -> o311ai_1 -> nor2_2 -> nand2_4 -> inv_2 -> buf_4 -> a21o_1 -> a22o_1",
clock_tree,clock_latency,0.35,ns
timing,min_period,4.520,ns
floorplanning,fp_util,51.17,%
synth,edf_count,0,
place,routabilityCongestion,0.8655,
place,io_buffers,51,
route,route.antenna.remaining_nets,0,
global_routing,grt_pass1_vias,5387,
synth,ys_seq_share,40.12,%
run_status,outcome,"finished, final reports clean",
synth,syn_area,7076,sq um
route,via_per_inst,5.718,
clock_tree,cts_setup_buffers,0,
worst_setup_path,critPathMaxStageDelay,0.68,ns
route,drc,0,
flow_run,cap_violations,0,
synth,yosys-top-cells-area,"dfrtp_1 (29%), dfstp_2 (11%), ha_1 (8.0%)",
route,dr.pass1.iters,5,
flow_run,warnings,30,
power,peakVddDrop,89.59,uV
floorplanning,dieWidth,121.0,microns
synth,ys_sh_simple,21.08,%
floorplanning,die_h,121.0,microns
clock_tree,clockBufferDepth,2,
place,dp_hpwl,10.48,mm
synth,aoi_share,17.65,%
route,wl_per_cell,16.36,microns
power,p_leak,0.003392,uW
place,place_area,7624,sq um
timing,fmax,0.2213,GHz
synth,synth_cell_types,68,
synth,ys_async_sr_fraction,100.0,%
place,place_ws,8.657,ns
worst_setup_path,path_class,"reg2reg",
global_routing,grt-ovfl-total,0,
global_routing,use_met3,4.846,%
clock_tree,tritoncts,"built",
clock_tree,cts_buffers,9,
synth,yosys.area_share.adder,8.806,%
worst_setup_path,critical_path.endpoint_type,"flip-flop",
global_routing,top_usage_layer,"met1",
clock_tree,clock_sinks,112,
final_layout,regMostFlops,"sold_num",
final_layout,largest_reg_flops,28,
synth,synthesis.instances,783,
synth,ff_type,"dfrtp_1",
floorplanning,ios,53,
worst_setup_path,crit_top_cell,"nand2_1",
worst_setup_path,crit_required,13.45,ns
timing,setup_slack,8.680,ns
timing,skew,0.009804,ns
synth,ys_sh_mux,1.998,%
timing,setup-violations-final,0,
timing,finalSetupTns,0,ns
timing,tightestPinTransition,0.7718,ns
worst_setup_path,cp-start-kind,"flip-flop",
route,drt_iter0_markers,279,
final_layout,fillers,1180,
worst_setup_path,cpLargestDelayFamily,"simple AND/OR/NAND/NOR gates",
synth,largest_area_cell,"dfrtp_1",
synth,ys_chip_area,7076,sq um
clock_tree,h-tree-depth,3,
route,wl,16.36,mm
timing,period_used_share,34.24,%
final_layout,syn_to_final_growth,12.54,%
worst_setup_path,slowest_stage,"dfrtp_1",
timing,rsz0062_at_grt,"false",
worst_setup_path,crit_buf_inv,3,
cells in the mapped netlist, drive strengths merged, types with 4 or more instances:
cell type and n:
nand2 108, dfrtp 83, nor2 56, o21ai 51
ha 45, a21oi 42, inv 39, dfstp 29
nand3 29, xor2 27, buf 24, nor2b 19
nor3 19, nand4 15, clkbuf 14, or3 14
mux2i 13, a21o 12, o21a 12, xnor2 12
a211oi 10, a31oi 10, or4 10, o311ai 9
o211ai 8, nand4b 7, o31ai 7, or2 7
and3 4, nand2b 4, o22ai 4, o31a 4
o41ai 4
where the power goes:
part           total (uW)  internal, uW  switching, uW
Sequential            558           466           91.5
Clock                 312           186            125
Combinational         621           289            331
cell type report:
class | count | area [sq um] | share of cell area (%)
Antenna cell | 1 | 2.502 | 0.03143
Clock buffer | 11 | 232.7 | 2.923
Clock inverter | 5 | 103.9 | 1.304
Inverter | 39 | 148.9 | 1.870
Multi-Input combinational cell | 594 | 3850 | 48.35
Sequential cell | 112 | 2839 | 35.65
Tap cell | 180 | 225.2 | 2.828
Timing Repair Buffer | 58 | 560.5 | 7.040
placed cells by master (no fill, tap or decap), drive strengths merged, types with 11 or more instances in the layout:
cell | synthesis | routed
a21oi | 42 | 42
clkdlybuf4s50 | 0 | 50
mux2i | 13 | 13
ha | 45 | 45
clkbuf | 14 | 11
nor3 | 19 | 19
nand4 | 15 | 15
xor2 | 27 | 27
nor2 | 56 | 56
dfrtp | 83 | 83
nand2 | 108 | 108
nand3 | 29 | 29
inv | 39 | 40
nor2b | 19 | 19
a21o | 12 | 12
or3 | 14 | 14
o21a | 12 | 12
xnor2 | 12 | 12
o21ai | 51 | 51
dfstp | 29 | 29
through the flow:
| stage | instances | utilization [%] | power [uW] |
|---|---|---|---|
| 3_3_place_gp | 983 | 55.14 | 1168 |
| 4_1_cts | 999 | 57.57 | 1504 |
| 6_report | 1000 | 57.59 | 1490 |
| 3_5_place_dp | 983 | 55.14 | 1177 |
| 5_1_grt | 999 | 57.57 | 1614 |
| 2_1_floorplan | 783 | - | 1023 |
cells by family after synthesis:
family	count (synthesis)
compound gates	189
buf+inv	77
simple gates	303
fa+ha+maj	48
mux	14
xor+xnor	39
flops	112
other cells	1
routing by layer:
metal	vias up	part of all wire (%)
met5	-	0
met4	0	0.61
met3	5	5.0
met2	134	45
met1	2740	49
li1	2839	-
worst paths after layout:
check | end | depth (start not counted) | from | slack, ns
min in group asynchronous | soy_stack[1] | 1 | rst_n | 2.36
max in group asynchronous | sold_num[3] | 2 | rst_n | 9.64
min reg2reg | sold_num[6] | 1 | sold_num[6] | 0.49
max reg2reg | total_gain[7] | 14 | portion_reg | 8.68
max | total_gain[7] | 14 | portion_reg | 8.68
min | sold_num[6] | 1 | sold_num[6] | 0.49
Power and IR drop assume default switching activity.
