===== design/flow/design.v =====
module SSC(
    card_num,
    input_money,
    snack_num,
    price, 
    out_valid,
    out_change
);
input [63:0] card_num;
input [8:0] input_money;
input [31:0] snack_num;
input [31:0] price;
output out_valid;
output [8:0] out_change;    
reg [3:0] cn_odd[0:7];
wire [5:0] cn_ps_even[0:1];
wire [4:0] cn_ps_odd[0:3];
wire [6:0] cn_ps;
wire [7:0] check_num;
reg [7:0] snack_price0, snack_price1, snack_price2, snack_price3, snack_price4, snack_price5, snack_price6, snack_price7;
reg [7:0] sort00, sort01, sort02, sort03, sort04, sort05, sort06, sort07;
reg [7:0] sort10, sort11, sort12, sort13, sort14, sort15, sort16, sort17;
reg [7:0] sort20, sort21, sort22, sort23, sort24, sort25, sort26, sort27;
reg [7:0] sort30, sort31, sort32, sort33, sort34, sort35, sort36, sort37;
reg [7:0] sort40, sort41, sort42, sort43, sort44, sort45, sort46, sort47;
reg [7:0] sort50, sort51, sort52, sort53, sort54, sort55, sort56, sort57;
reg [8:0] out_change_buf;
genvar i;
generate
    for(i = 0; i < 8; i = i + 1) begin
        ODD_PROCESS ODD_PROCESS_inst(
            .in_num(card_num[4*(2*i+1)+3:4*(2*i+1)]),
            .out_num(cn_odd[i])
        );
    end
endgenerate
assign cn_ps_even[0] = card_num[3:0] + card_num[11:8] + card_num[19:16] + card_num[27:24];
assign cn_ps_even[1] = card_num[35:32] + card_num[43:40] + card_num[51:48] + card_num[59:56];
assign cn_ps_odd[0] = cn_odd[0] + cn_odd[1];
assign cn_ps_odd[1] = cn_odd[2] + cn_odd[3];
assign cn_ps_odd[2] = cn_odd[4] + cn_odd[5];
assign cn_ps_odd[3] = cn_odd[6] + cn_odd[7];
assign cn_ps = cn_ps_odd[0] + cn_ps_odd[1] + cn_ps_odd[2] + cn_ps_odd[3];
assign check_num = cn_ps + cn_ps_even[0] + cn_ps_even[1];
MOD10 MOD10_inst(
    .in_num(check_num),
    .out_num(out_valid)
);
assign snack_price0 = snack_num[3:0] * price[3:0];
assign snack_price1 = snack_num[7:4] * price[7:4];
assign snack_price2 = snack_num[11:8] * price[11:8];
assign snack_price3 = snack_num[15:12] * price[15:12];
assign snack_price4 = snack_num[19:16] * price[19:16];
assign snack_price5 = snack_num[23:20] * price[23:20];
assign snack_price6 = snack_num[27:24] * price[27:24];
assign snack_price7 = snack_num[31:28] * price[31:28];
assign sort00 = (snack_price0 > snack_price2)? snack_price0 : snack_price2;
assign sort02 = (snack_price0 > snack_price2)? snack_price2 : snack_price0;
assign sort01 = (snack_price1 > snack_price3)? snack_price1 : snack_price3;
assign sort03 = (snack_price1 > snack_price3)? snack_price3 : snack_price1;
assign sort04 = (snack_price4 > snack_price6)? snack_price4 : snack_price6;
assign sort06 = (snack_price4 > snack_price6)? snack_price6 : snack_price4;
assign sort05 = (snack_price5 > snack_price7)? snack_price5 : snack_price7;
assign sort07 = (snack_price5 > snack_price7)? snack_price7 : snack_price5;
assign sort10 = (sort00 > sort04)? sort00 : sort04;
assign sort14 = (sort00 > sort04)? sort04 : sort00;
assign sort11 = (sort01 > sort05)? sort01 : sort05;
assign sort15 = (sort01 > sort05)? sort05 : sort01;
assign sort12 = (sort02 > sort06)? sort02 : sort06;
assign sort16 = (sort02 > sort06)? sort06 : sort02;
assign sort13 = (sort03 > sort07)? sort03 : sort07;
assign sort17 = (sort03 > sort07)? sort07 : sort03;
assign sort20 = (sort10 > sort11)? sort10 : sort11;
assign sort21 = (sort10 > sort11)? sort11 : sort10;
assign sort22 = (sort12 > sort13)? sort12 : sort13;
assign sort23 = (sort12 > sort13)? sort13 : sort12;
assign sort24 = (sort14 > sort15)? sort14 : sort15;
assign sort25 = (sort14 > sort15)? sort15 : sort14;
assign sort26 = (sort16 > sort17)? sort16 : sort17;
assign sort27 = (sort16 > sort17)? sort17 : sort16;
assign sort30 = sort20;
assign sort31 = sort21;
assign sort32 = (sort22 > sort24)? sort22 : sort24;
assign sort34 = (sort22 > sort24)? sort24 : sort22;
assign sort33 = (sort23 > sort25)? sort23 : sort25;
assign sort35 = (sort23 > sort25)? sort25 : sort23;
assign sort36 = sort26;
assign sort37 = sort27;
assign sort40 = sort30;
assign sort41 = (sort31 > sort34)? sort31 : sort34;
assign sort42 = sort32;
assign sort43 = (sort33 > sort36)? sort33 : sort36;
assign sort44 = (sort31 > sort34)? sort34 : sort31;
assign sort45 = sort35;
assign sort46 = (sort33 > sort36)? sort36 : sort33;
assign sort47 = sort37;
assign sort50 = sort40;
assign sort51 = (sort41 > sort42)? sort41 : sort42;
assign sort52 = (sort41 > sort42)? sort42 : sort41;
assign sort53 = (sort43 > sort44)? sort43 : sort44;
assign sort54 = (sort43 > sort44)? sort44 : sort43;
assign sort55 = (sort45 > sort46)? sort45 : sort46;
assign sort56 = (sort45 > sort46)? sort46 : sort45;
assign sort57 = sort47;
always @(*) begin
    out_change_buf = input_money;
    if((sort50 + sort51 + sort52 + sort53) <= {1'b0, out_change_buf}) begin
        out_change_buf = out_change_buf - (sort50 + sort51 + sort52 + sort53);
        if((sort54 + sort55 + sort56 + sort57) <= {1'b0, out_change_buf}) begin
            out_change_buf = out_change_buf - (sort54 + sort55 + sort56 + sort57);
        end else begin 
            if((sort54 + sort55) <= out_change_buf) begin
                out_change_buf = out_change_buf - (sort54 + sort55);
                if(sort56 <= out_change_buf) begin
                    out_change_buf = out_change_buf - sort56;
                end
            end else begin
                if(sort54 <= out_change_buf) begin
                    out_change_buf = out_change_buf - sort54;
                end
            end
        end
    end else begin
        if((sort50 + sort51) <= out_change_buf) begin
            out_change_buf = out_change_buf - (sort50 + sort51);
            if(sort52 <= out_change_buf) begin
                out_change_buf = out_change_buf - sort52;
            end
        end else begin
            if(sort50 <= out_change_buf) begin
                out_change_buf = out_change_buf - sort50;
            end
        end
    end
end
assign out_change = (out_valid)? out_change_buf : input_money;
endmodule
module MOD10(
    input [7:0] in_num,
    output out_num
);
reg out;
always @(*) begin
    case(in_num)
            0, 10, 20, 30, 40, 50, 60, 70, 80, 90, 100, 110, 120, 130, 140: out = 1;
            default: out = 0;
    endcase
end
assign out_num = out;
endmodule
module ODD_PROCESS(
    input [3:0] in_num,
    output [3:0] out_num
);
wire signed [4:0] temp;
reg [3:0] out;
assign temp = in_num * 2 - 9;
assign out_num = out;
always @(*) begin
    if(temp > 0) begin
        out = in_num * 2 - 9;
    end else begin
        out = in_num * 2;
    end
end
endmodule

===== design/flow/run.sh =====
#!/bin/bash
# OpenROAD 26Q1-2900-gdf79404cd8, Yosys 0.63+post, stock flow scripts
make -C /OpenROAD-flow-scripts/flow DESIGN_CONFIG=/design/flow/config.mk WORK_HOME=/design/flow/orfs finish

===== design/flow/config.mk =====
export PLATFORM = sky130hd
export DESIGN_NAME = SSC
export DESIGN_NICKNAME = SSC
export VERILOG_FILES = /design/flow/design.v
export SDC_FILE = /design/flow/constraint.sdc
export NUM_CORES = 4
export LEC_CHECK = 1
export CORE_UTILIZATION = 30

===== design/flow/constraint.sdc =====
current_design SSC

set clk_period 40.0
set clk_io_pct 0.2

create_clock -name clk0 -period $clk_period

set non_clock_inputs [all_inputs -no_clocks]
set_input_delay [expr $clk_period * $clk_io_pct] -clock clk0 $non_clock_inputs
set_output_delay [expr $clk_period * $clk_io_pct] -clock clk0 [all_outputs]

==> flow_metrics.tcl <==
# metrics dict for downstream scripts
set metrics [dict create \
    cts_hold_buf 0 \
    startpoint_type "input pin" \
    clock_buffers 0 \
    fin_crit_sh_pct 94.79 \
    track_usage_pct 16.28 \
    dp.final_hpwl_um 47320 \
    vias_per_cell 4.870 \
    wire_per_inst_um 14.67 \
    fin_util_pct 34.39 \
    crit_slowest_cell "xnor2_1" \
    finalSetupViolations 0 \
    cts_setup_buffers 0 \
    slowest_delay_ns 0.72 \
    die_w_um 258.8 \
    yosys.area_share.simple_pct 16.29 \
    grt_max_degree 27 \
    drv_cap 0 \
    drtIter0Drc 733 \
    synth_warnings 124 \
    layout-drive-gt1-share_pct 3.836 \
    num_antenna_cells 0 \
    antenna_found_initial 0 \
    cp.arrival_ns 29.91 \
    worstPathRequired_ns 32.00 \
    area_delta_synth_final_pct 12.66 \
    slew_violations 0 \
    fp_util_pct 30.52 \
    num_rows 93 \
    worst_pin_slew_ns 0.9237 \
    path_common_cell "inv_1" \
    netlist_instances 2589 \
    topCombFamilyByArea "adder cells" \
    ys_seq_share_pct 0 \
    warnings 33 \
    setup.worst_path.class "input pin to primary output" \
    synthAdderAreaFrac_pct 39.47 \
    crit_path_end_kind "primary output" \
    ant_nets 0 \
    postRouteWirelength_um 52330 \
    synth_area_mm2 0.01978 \
    synthMuxAreaShare_pct 7.014 \
    min_path_type "input pin to primary output" \
    crit_fanout 23 \
    xor_area_share_pct 7.033 \
    ys_sh_aoi_pct 21.78 \
    fp.dieH_um 258.8 \
    ys_types 101 \
    vias 17368 \
    dr.pass1.iters 6 \
    maxClockFrequency_mhz 26.37 \
    seq_area_um2 0 \
    period_needed_ns 37.91 \
    grt_pass1_wl_um 86370 \
    fin_tns_setup_ns 0 \
    status "completed" \
    grt_overflow_total 0 \
    flops 0 \
    slew_headroom_pct 36.66 \
    core-area_mm2 0.06481 \
    rsz0062_at_grt "no" \
    drc 0 \
    gp_congestion 0.9541 \
    ys_cells 2589 \
    yosys_area_mm2 0.01978 \
    syn_avg_cell_area_um2 7.641 \
    io_pins 147 \
    die_area_mm2 0.06697 \
    grt_pass1_vias 17060 \
    finalHoldViolations 0 \
    place.port_buffers 147 \
]
==> placed cells by master, fill, tap and decap left out, types with 5 or more instances in the layout <==
cell type / count
inv_1: 386
ha_1: 374
a21oi_1: 223
nand2_1: 178
nor2_1: 172
o21ai_0: 166
fa_1: 151
clkdlybuf4s50_1: 147
xnor2_1: 111
mux2i_1: 102
and2_1: 98
a21o_1: 73
xor2_1: 46
nor2b_1: 39
nand3_1: 32
o21bai_1: 31
o21a_1: 30
nand2b_1: 30
nand4_1: 26
o21ai_1: 21
buf_4: 19
mux2_2: 18
a211oi_1: 17
nor3_1: 17
o211ai_1: 14
a31oi_1: 11
o22ai_1: 9
and3_1: 6
o221ai_1: 6
and4_1: 6
o31ai_1: 6
a22oi_1: 6
or2_2: 6
maj3_2: 5
nor3b_1: 5
maj3_1: 5
a211o_1: 5
or4_1: 5
==> logic make-up (layout without fill, tap and decap cells) <==
family / after synthesis / in the layout
AOI/OAI and AO/OA: 686 / 686
xor gates and xnor gates: 158 / 158
adders and majority gates: 535 / 535
buffers and inverters: 434 / 556
muxes: 129 / 129
and+or+nand+nor: 647 / 647
==> critical path: cells and delay by family <==
family                   cells  cell delay, ns
AND-OR/OR-AND               33            7.24
XOR/XNOR                     3            1.05
adder cells (fa/ha/maj)     15            6.08
buffers and inverters       17            2.98
multiplexers                 2            0.63
AND/OR/NAND/NOR             27            3.83
==> stage by stage <==
stage / worst slack, ns / instance area [um2] / hold WS (ns) / instances
2_1_floorplan: 5.189 / 19780 / 16.09 / 2589
3_3_place_gp: 2.220 / 22280 / 17.29 / 3566
3_5_place_dp: 2.032 / 22280 / 17.27 / 3566
4_1_cts: 1.978 / 22280 / 17.26 / 3566
5_1_grt: 0.1640 / 22290 / 17.31 / 3566
6_report: 2.085 / 22290 / 17.25 / 3566
==> routing by layer <==
layer | up-vias | part of all wire (%) | global-route usage (%)
li1 | 9203 | - | -
met1 | 7821 | 47 | 22.56
met2 | 305 | 48 | 28.72
met3 | 39 | 3.8 | 1.228
met4 | 0 | 1.1 | 1.693
met5 | - | 0 | 0
==> cells in the mapped netlist, types with 6 or more instances <==
library cell / instances / area, um2
nand2b_1: 30 / 187.7
mux2_2: 18 / 202.7
o21bai_1: 31 / 232.7
o21ai_0: 167 / 835.8
o22ai_1: 9 / 56.30
nor2b_1: 39 / 244.0
nand4_1: 26 / 162.7
a31oi_1: 11 / 68.82
nand3_1: 32 / 160.2
buf_1: 6 / 22.52
mux2i_1: 102 / 1021
clkbuf_1: 32 / 120.1
and2_1: 98 / 613.1
inv_1: 386 / 1449
o211ai_1: 14 / 105.1
o31ai_1: 6 / 45.04
xnor2_1: 111 / 972.2
or2_2: 6 / 37.54
a21o_1: 73 / 548.0
ha_1: 374 / 4679
and3_1: 6 / 37.54
nor3_1: 17 / 85.08
a211oi_1: 17 / 127.6
a22oi_1: 8 / 60.06
a21oi_1: 223 / 1116
nand2_1: 178 / 668.1
o21a_1: 30 / 225.2
fa_1: 151 / 3023
o221ai_1: 6 / 52.55
o21ai_1: 21 / 105.1
xor2_1: 46 / 402.9
and4_1: 6 / 52.55
nor2_1: 172 / 645.6
==> cell type report <==
type                       count  area (um2)
fill                        6739       42530
multi-input combinational   2155       18140
timing repair buffer         166        1614
inverter                     390        1464
tap                          855        1070
==> worst paths after layout <==
path	from	to	slack [ns]	cells after the start
min	input_money[3]	out_change[3]	17.25	4
max	snack_num[12]	out_change[0]	2.09	97
==> timing repair <==
action	CTS	global route
hold endpoints to repair	0	0
gates resized	0	2
endpoints found under the setup margin	0	2
